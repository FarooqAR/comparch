--- ./config.mk ---
export PLATFORM = sky130hd
export DESIGN_NAME = top
export DESIGN_NICKNAME = top
export VERILOG_FILES = /design/flow/design.v
export SDC_FILE = /design/flow/constraint.sdc
export NUM_CORES = 4
export LEC_CHECK = 1
export CORE_UTILIZATION = 40
export SYNTH_HDL_FRONTEND = slang
--- ./constraint.sdc ---
current_design top

set clk_period 4.6
set clk_io_pct 0.2

create_clock -name clk0 -period $clk_period [get_ports {clk}]

set non_clock_inputs [all_inputs -no_clocks]
set_input_delay [expr $clk_period * $clk_io_pct] -clock clk0 $non_clock_inputs
set_output_delay [expr $clk_period * $clk_io_pct] -clock clk0 [all_outputs]
--- ./design.v ---
module D_FF
(
  input c, r,
  input d,
  output reg q
);
  always @ (posedge r or negedge c)
    begin
      if (r)
          q <= 1'b0;
    else
        q <= d;
      end
    endmodule
module T_FF
(
  input c, r,
  output q
);
  wire d;
  D_FF dff0
  (
    .c(c),
    .r(r),
    .q(q),
    .d(d)
  );
  not n1(d,q);
endmodule
module ripple_carry_counter(
  input clk, reset,
  output [4:0] q
);
  T_FF tff0 (
    .c(clk),
    .r(reset),
    .q(q[0])
  );
  T_FF tff1 (
    .c(q[0]),
    .r(reset),
    .q(q[1])
  );
  T_FF tff2 (
    .c(q[1]),
    .r(reset),
    .q(q[2])
  );
  T_FF tff3 (
    .c(q[2]),
    .r(reset),
    .q(q[3])
  );
  T_FF tff4 (
    .c(q[3]),
    .r(reset),
    .q(q[4])
  );
endmodule
module mod_m_counter
#( parameter 	M=65, 	 
				N=8 	  
)
(
	input	clk, 
	input	reset,
	output 	s_tick
);
reg 	[N-1:0] r_reg;
wire 	[N-1:0] r_next ;
always @ ( posedge clk , posedge reset)
begin
	if (reset)
		r_reg <= 0 ;
	else
		r_reg <= r_next;
end
assign r_next = (r_reg == (M-1)) ? 0 : r_reg + 1'b1;
assign s_tick = (r_reg == (M-1)) ?  1'b1 : 1'b0;
endmodule
module rx
(
	input		clk, 
	input		reset,
	input		rx, 
	input		s_tick,
	output reg	rx_done_tick ,
	output wire [7:0] dout
);
parameter DBIT = 8, 	 
SB_TICK = 16; 			 
localparam [1:0]
	idle 	= 2'b00,
	start 	= 2'b01,
	data 	= 2'b10,
	stop 	= 2'b11;
reg [1:0] state_reg, state_next ;
reg [3:0] s_reg , s_next ;
reg [2:0] n_reg , n_next ;
reg [7:0] b_reg , b_next ;
always@(posedge clk , posedge reset )
begin
	if ( reset )
	begin
		state_reg	<= idle ;
		s_reg 		<= 0 ;
		n_reg 		<= 0 ;
		b_reg 		<= 0 ;
	end
	else
	begin
		state_reg 	<= state_next ;
		s_reg 		<= s_next ;
		n_reg 		<= n_next ;
		b_reg 		<= b_next ;
	end
end	
always @(*)
begin
	state_next	= state_reg ;
	s_next 		= s_reg ;
	n_next 		= n_reg ;
	b_next		= b_reg ;
	case ( state_reg )
		idle :
				begin
					if (!rx)
					begin
						state_next = start ;
						rx_done_tick = 1'b0;
						s_next = 0 ;
					end
				end
		start :
				begin
					if (s_tick)
						if (s_reg == 7)
						begin
							state_next = data ;
							s_next = 0 ;
							n_next = 0 ;
						end
					else
						s_next = s_reg + 1'b1 ;
				end		
		data :
				begin
					if (s_tick)
						if (s_reg == 15)
						begin
							s_next = 0 ;
							b_next = {rx , b_reg[7:1]} ;
							if (n_reg == (DBIT-1))
								state_next = stop ;
							else
								n_next = n_reg + 1'b1 ;
						end
					else
						s_next = s_reg + 1'b1 ;
				end		
		stop :
				begin
					if (s_tick)
						if (s_reg == (SB_TICK-1))
						begin
							state_next = idle ;
							rx_done_tick = 1'b1 ;
						end
					else
						s_next = s_reg + 1'b1;
				end
	endcase
end
assign dout = b_reg ;
endmodule
module tx
(
	input 		clk, 
	input 		reset ,
	input 		tx_start, 
	input 		s_tick ,
	input [7:0] din ,
	output reg	tx_done_tick ,
	output wire tx
);
parameter DBIT = 8 , 	 
SB_TICK = 16 ;			 
localparam [1:0]
idle 	= 2'b00,
start 	= 2'b01,
data 	= 2'b10,
stop 	= 2'b11;
reg [1:0]	state_reg , state_next ;
reg [3:0]	s_reg, s_next ;
reg [2:0]	n_reg , n_next ;
reg [7:0]	b_reg , b_next ;
reg 		tx_reg , tx_next ;
reg			s, count;
always @ ( posedge clk , posedge reset )
begin
	if ( reset )
	begin
		state_reg	<= idle ;
		s_reg 		<= 0 ;
		n_reg 		<= 0 ;
		b_reg 		<= 0 ;
		tx_reg 		<= 1'b1 ;
	end
	else
	begin
		state_reg	<= state_next ;
		s_reg 		<= s_next ;
		n_reg 		<= n_next ;
		b_reg 		<= b_next ;
		tx_reg 		<= tx_next ;
	end
end
always @ ( posedge clk , posedge reset )
begin
	if	(reset)
	begin
		s		<=	1'b0;	
		count	<=	1'b0;
	end
	else 
	begin	
		if (tx_start)
		begin
			if(count == 1'b0)
			begin
				s		<=	1'b1;	
				count	<=	1'b1;
			end
			else
				s		<=	1'b0;
		end
		else
		begin
			count	<=	1'b0;
			s		<=	1'b0;
		end
	end
end
always @(*)
begin
	state_next		= state_reg ;
	tx_done_tick	= 1'b0;
	s_next			= s_reg ;
	n_next 			= n_reg ;
	b_next 			= b_reg ;
	tx_next 		= tx_reg ;
	case ( state_reg )
		idle :
				begin
					tx_next = 1'b1 ;
					if (s)
					begin
						state_next = start ;
						s_next = 0 ;
						b_next = din;
					end
				end
		start :
				begin
					tx_next = 1'b0 ;
					if ( s_tick )
						if ( s_reg == 15 )
						begin
							state_next = data ;
							s_next = 0 ;
							n_next = 0 ;
						end
					else
						s_next = s_reg + 1'b1 ;
				end
		data :
				begin
					tx_next = b_reg [0] ;
					if ( s_tick )
						if ( s_reg == 15 )
						begin
							s_next = 0 ;
							b_next = b_reg >> 1 ;
							if (n_reg == (DBIT-1))
								state_next = stop ;
							else
								n_next = n_reg + 1'b1;
						end
						else
							s_next = s_reg + 1'b1 ;
				end
		stop :
				begin
					tx_next = 1'b1 ;
					if ( s_tick )
						if (s_reg == (SB_TICK - 1 ))
						begin
							state_next = idle ;
							tx_done_tick = 1'b1 ;
						end
					else
					s_next = s_reg + 1'b1;
				end
	endcase
end
assign tx = tx_reg ;
endmodule
module tx_rx_controller
(
	input 				clk, 
	input				reset, 
	input		[7:0]	data_to_tx,
	input		[7:0]	data_received,	 
	output	reg			tx_start,		 
	output	reg	[7:0]	frame_out		 
);
reg [7:0] data_to_tx_last_St;
reg	send_tx_start;
always @ (posedge clk , posedge reset)
begin
	if(reset)
	begin
		data_to_tx_last_St	<=	8'd0;
		frame_out		<=	8'd0;		
		tx_start		<=	1'b0;		
	end
	else
	begin
		if ( (data_to_tx != data_to_tx_last_St))
		begin
			frame_out		<=	data_to_tx;  
			tx_start		<=	1'b1;
			data_to_tx_last_St	<=	data_to_tx;
		end
		else
		begin
			tx_start		<=	1'b0;
			frame_out		<=	frame_out;
			data_to_tx_last_St	<=	data_to_tx;
		end	
	end
end
endmodule
module uart_top
#(
parameter	M	=	65,  
			N	=	8
)
(
	input 			clk, 
	input			reset, 
	input	[7:0]	data_to_tx,
	input			rx,
	output			tx
);
wire s_tick , clk40M;
wire [7:0]	din;
wire tx_start;
assign	frame_out	=	din;
mod_m_counter #( .M(M), .N(N))
baud_gen_unit
( 
	.clk(clk),  
	.reset(reset), 
	.s_tick(s_tick)
);
rx uart_rx_unit
(
	.clk(clk),  
	.reset(reset), 
	.rx(rx),
	.s_tick(s_tick), 
	.rx_done_tick(rx_done_tick), 
	.dout(dout)
);
tx uart_tx_unit 
(
	.clk(clk),  
	.reset(reset), 
	.tx_start(tx_start), 
	.s_tick(s_tick),
	.din(din),
	.tx_done_tick(tx_done_tick),
	.tx(tx)
);
tx_rx_controller	controller
(
	.clk(clk),  
	.reset(reset),
	.data_to_tx(data_to_tx),
	.tx_start(tx_start),
	.frame_out(din),
	.data_received(dout)
);
endmodule
module top(
	input clk, reset, rx,
	output [3:0] q, 
	output tx
);
wire [7:0] counter_data;
assign counter_data = {4'b0000, q};
uart_top u_top (
	.clk(clk),
	.reset(reset),
	.rx(rx),
	.data_to_tx(counter_data),
	.tx(tx)
);
ripple_carry_counter rp_counter (
	.q(q),
	.clk(clk),
	.reset(reset)
);
endmodule
--- ./run.sh ---
#!/bin/bash
# OpenROAD 26Q1-2900-gdf79404cd8, Yosys 0.63+post, stock flow scripts
make -C /OpenROAD-flow-scripts/flow DESIGN_CONFIG=/design/flow/config.mk WORK_HOME=/design/flow/orfs finish
==> run_results.csv <==
group,metric,value,unit
worst_setup_path,path_max_fanout,6,
hold_path,hold_start,"u_top.controller.tx_start$_DFF_PP0_",
flow_run,warnings,27,
finish,drive_above_1_share,0.143,
timing,rsz0062_at_grt,"false",
logic_synthesis,common_cells,"33 x dfrtp_1, 12 x nand2_1, 12 x nand3_1",
worst_setup_path,cp_cell_sequence,"clkdlybuf4s50_1",
logic_synthesis,synth-cells-yosys,162,
routing,routedWlPerCell,13.7,um
floorplanning,fp_util,0.418,
finish,area_delta_synth_final,10.4,%
flow_run,cap_violations,0,
routing,drt_wl_total,3.00,mm
global_routing,grt_pass1_wl,5.33,mm
logic_synthesis,synthArstFlopShare,1.00,
logic_synthesis,xor_area_frac,0.0477,
floorplanning,die_y,69.7,um
logic_synthesis,synth-edff-count,0,
worst_setup_path,cp-start-kind,"flop",
power,p_leak,0.000871,uW
logic_synthesis,netlist_instances,162,
logic_synthesis,top_logic_kind,"simple AND/OR/NAND/NOR gates",
logic_synthesis,synth_top_cell_by_area,"dfrtp_1",
global_routing,grt_max_degree,39,
power,clkPwrFrac,0.460,
worst_setup_path,crit_path_end_kind,"output pin",
logic_synthesis,synth_seq_share,0.533,
power,seqPwrFrac,0.527,
logic_synthesis,top_cells_by_area,"dfrtp_1 45%, dfrtn_1 5.5%, xnor2_1 3.8%",
routing,drt_iter0_drc,51,
floorplanning,core,4380,um^2
logic_synthesis,compound_area_frac,0.105,
timing,unclocked_pins,3,
placement,io_buffers,6,
logic_synthesis,yosys-stat-area,1830,um^2
global_routing,grt_pass1_vias,1164,
logic_synthesis,yosysUniqueCellTypes,45,
power,ir_worst_vdd,215,uV
routing,drtAntennaViolNets,0,
worst_setup_path,crit_arrival,3.58,ns
logic_synthesis,simple_gate_area_frac,0.207,
timing,setup_ws,0.100,ns
routing,vias,1223,
logic_synthesis,top_cell,"dfrtp_1",
timing,finalMaxSlewViolations,0,
worst_setup_path,path_class,"reg2out",
worst_setup_path,slowest_delay,0.49,ns
worst_setup_path,rr_worst_depth,3,
floorplanning,rows,24,
worst_setup_path,cp_top_family,"flip-flops",
status,status,"complete, no violations",
timing,tns,0,ns
finish,finalInstanceArea,2020,um^2
placement,gp_congestion,0.783,
logic_synthesis,ys_ff,39,
logic_synthesis,adder_share,0.0341,
clocking,worstSkewPairLatency,0.29,ns
global_routing,grt_overflow,0,
placement,pre_cts_ws,0.407,ns
worst_setup_path,path_buffers,1,
finish,largest_reg_flops,8,
finish,finish.utilization,0.462,
clocking,cts_resized,0,
power,p_per_area,297,nW/um^2
hold_path,whs_path_depth,0,
clocking,cts_tree,"done",
timing,hold_viol_final,0,
timing,worst_slew_pin_slew,0.594,ns
power,p_sw_frac,0.204,
timing,unconstrained_endpoints,9,
worst_setup_path,cp_data_required_time,3.68,ns
timing,setup_viol,0,
timing,relSlewSlack,0.601,
clocking,root_buffer,"clkbuf_8",
clocking,htree_num_levels,2,
power,power.switching,122,uW
hold_path,hold_path.class,"reg2reg",
logic_synthesis,avgSynthCellArea,11.3,um^2
clocking,path_clk_slew,0.07,ns
logic_synthesis,ys_warn_count,0,
logic_synthesis,ff_type,"dfrtp_1",
clocking,cts_hold_buffers,0,
routing,firstDrtPassIters,4,
routing,drc,0,
floorplanning,die_area,4860,um^2
worst_setup_path,crit_slowest_cell,"dfrtn_1",
global_routing,antenna_found_initial,0,
clocking,cts_setup_buffers,0,
clocking,cts-buffers-inserted,5,
placement,dpl.hpwl,1.97,mm
placement,dpl_cell_area,1910,um^2
routing,antenna_cells,0,
worst_setup_path,rr_startpoint,"rp_counter.tff0.dff0.q$_DFF_NP0_",
power,power.internal,478,uW
power,combinationalPowerShare,0.013,
finish,fill_cells,394,
worst_setup_path,crit_path_start,"rp_counter.tff0.dff0.q$_DFF_NP0_",
routing,viasPerCell,5.56,
global_routing,grt_use_total,0.140,
worst_setup_path,path_depth,1,
timing,skew,0.00666,ns
logic_synthesis,synthMuxAreaShare,0.0246,
floorplanning,ios,8,
floorplanning,chipWidth,69.7,um
clocking,clk_path_buf_depth,2,
logic_synthesis,top_area_frac,0.450,
logic_synthesis,synth_area,1830,um^2
## power by group through the flow
stage / sequential (uW) / clock [uW] / combinational [uW]
after CTS: 316 / 284 / 8.42
after global routing: 316 / 294 / 9.66
final: 316 / 276 / 7.88
## metrics by stage
step | hold slack, ns | std cells | total power [uW]
final | 0.374 | 220 | 601
after global routing | 0.396 | 220 | 620
after CTS | 0.378 | 220 | 608
after detailed placement | 0.359 | 212 | 331
after global placement | 0.356 | 212 | 331
after floorplan | 0.347 | 162 | 328
## per-layer routing
metal	vias up	track usage	share of wire
met4	0	0.0178	0.018
li1	594	-	-
met2	24	0.205	0.45
met3	5	0.0354	0.044
met5	-	0	0
met1	600	0.231	0.49
## layout by cell type, fill, tap and decap left out, types with 3 or more instances in the layout
master            n
o22ai_1           4
xnor2_1           8
ha_1              5
nor2_1            3
o22a_1            3
inv_1             9
nor3b_1           3
nand3_1          12
clkdlybuf4s50_1   6
o21ai_0          10
mux2_2            4
clkbuf_8          5
nor3_1            5
nand2_1          12
nor2b_1           3
dfrtn_1           4
dfrtp_1          33
## final timing paths
kind / endpoint / slack, ns
max: q[0] / 0.10
min: u_top.uart_tx_unit.count$_DFF_PP0_ / 0.37
max reg2reg: u_top.controller.frame_out[2]$_DFFE_PP0P_ / 0.97
min reg2reg: u_top.uart_tx_unit.count$_DFF_PP0_ / 0.37
max in group asynchronous: rp_counter.tff0.dff0.q$_DFF_NP0_ / 1.51
min in group asynchronous: u_top.controller.frame_out[0]$_DFFE_PP0P_ / 1.08
## layout make-up
| cell class | instances | area, um^2 | share of cell area |
|---|---|---|---|
| repair buffers | 7 | 67.6 | 0.0334 |
| well taps | 52 | 65.1 | 0.0321 |
| clock inverters | 3 | 42.5 | 0.0210 |
| multi-input cells | 105 | 768 | 0.379 |
| inverters | 9 | 33.8 | 0.0167 |
| flip-flops and latches | 39 | 978 | 0.483 |
| clock buffers | 5 | 68.8 | 0.0340 |
## kinds of logic after synthesis
family	count (synthesis)
adder cells (fa/ha/maj)	5
buffers and inverters	18
XOR/XNOR	10
flip-flops	39
AND-OR/OR-AND	28
multiplexers	4
AND/OR/NAND/NOR	58
Power and IR drop assume default switching activity.
