===== ./config.mk =====
export PLATFORM = sky130hd
export DESIGN_NAME = Mem
export DESIGN_NICKNAME = Mem
export VERILOG_FILES = /design/flow/design.v
export SDC_FILE = /design/flow/constraint.sdc
export NUM_CORES = 4
export LEC_CHECK = 1
export CORE_UTILIZATION = 50
export SYNTH_HDL_FRONTEND = slang

===== ./constraint.sdc =====
current_design Mem

set clk_period 14.0
set clk_io_pct 0.2

create_clock -name clk0 -period $clk_period [get_ports {clk}]

set non_clock_inputs [all_inputs -no_clocks]
set_input_delay [expr $clk_period * $clk_io_pct] -clock clk0 $non_clock_inputs
set_output_delay [expr $clk_period * $clk_io_pct] -clock clk0 [all_outputs]

===== ./design.v =====
module Mem(
	input [3:0] addr,
	input [1:0] size,
	input rd, clk, reset,
	output reg [63:0] data
);
reg [7:0] mem [15:0];
integer i;
initial
begin
	for (i = 0; i < 16; i = i + 1)
	begin
		mem[i] = i;
	end
end
always @ (posedge clk)
begin
	if (reset == 1)
	begin
		for (i = 0; i < 16; i = i + 1)
		begin
			mem[i] = 0;
		end
	end
	if (rd == 1)
	begin
		case (size)
		2'b00:
			data = mem[addr];  
		2'b01:
			data = {mem[(addr + 1) % 16], mem[addr % 16]};
		2'b10:
			data = {mem[(addr + 3) % 16], mem[(addr + 2) % 16], mem[(addr + 1) % 16], mem[addr % 16]};
		2'b11:
			data = {mem[(addr + 7) % 16], mem[(addr + 6) % 16], mem[(addr + 5) % 16], mem[(addr + 4) % 16], mem[(addr + 3) % 16], mem[(addr + 2) % 16], mem[(addr + 1) % 16], mem[addr % 16]};
		endcase
	end
end
endmodule

===== ./run.sh =====
#!/bin/bash
# OpenROAD 26Q1-2900-gdf79404cd8, Yosys 0.63+post, stock flow scripts
make -C /OpenROAD-flow-scripts/flow DESIGN_CONFIG=/design/flow/config.mk WORK_HOME=/design/flow/orfs finish

==> results.sh <==
# flow metrics
export IMPL_fp_coreArea_sq_um=21900
export IMPL_required_ns=14.17
export IMPL_ios=73
export IMPL_insertion_delay_ns=0.43
export IMPL_crit_arrival_ns=6.17
export IMPL_dr_pass1_iters=5
export IMPL_clk_pin_slew_ns=0.07
export IMPL_path_buffers=4
export IMPL_cp_top_family="buffers and inverters"
export IMPL_rsz0062_at_grt="no"
export IMPL_htree_levels=4
export IMPL_ys_chip_area_sq_um=11200
export IMPL_place_area_sq_um=11900
export IMPL_tightestPinTransition_ns=0.899
export IMPL_p_per_area_nw_per_um2=96.5
export IMPL_wl_per_cell_um=21.8
export IMPL_crit_type="input port to register"
export IMPL_gp_routability_congestion=0.898
export IMPL_lay_top_count="nor2b_1"
export IMPL_synthesis_area_sq_um=11200
export IMPL_dp_final_hpwl_mm=19.9
export IMPL_max_freq_ghz=0.167
export IMPL_critical_path_slowest_cell="ha_1"
export IMPL_cts_root_buf="clkbuf_16"
export IMPL_cts_resized=0
export IMPL_drv_cap=0
export IMPL_worstSetupStartpointType="input port"
export IMPL_grt_pass1_vias=7379
export IMPL_synth_seq_share_pct=40.1
export IMPL_routed_via_count=7914
export IMPL_drive_above_1_share_pct=13.8
export IMPL_cts_sinks=192
export IMPL_synth_async_reset_ratio_pct=0
export IMPL_fin_crit_sh_pct=42.9
export IMPL_cts_buffers=17
export IMPL_n_antenna_cell=0
export IMPL_rr_startpoint="mem[45]"
export IMPL_hold_depth=1
export IMPL_hold_slack_ns=0.484
export IMPL_synth_cells=994
export IMPL_hp_class="register to register"
export IMPL_startpoint="addr[2]"
export IMPL_cts_buffer_depth=2
export IMPL_grt_first_pass_wirelength_mm=42.7
export IMPL_end_kind="register"
export IMPL_fp_utilization_pct=51.0
export IMPL_ctsHoldBuffers=0
export IMPL_r2r_slack_ns=12.04
export IMPL_crit_fanout=21
export IMPL_cts_tree="built"
export IMPL_ys_warn_count=0
export IMPL_gr_usage_all_layers_pct=27.3
export IMPL_wl_mm=28.5
export IMPL_postLayoutCellArea_sq_um=12500
export IMPL_finalCriticalPeriod_ns=6.00
export IMPL_warnings=32
export IMPL_syn_to_final_growth_pct=11.5
export IMPL_grt_max_degree=101
export IMPL_most_common_layout_cells="nor2b_1 (146), dfxtp_1 (128), mux2i_1 (94)"
export IMPL_num_rows=54
export IMPL_slowest_delay_ns=0.92
export IMPL_slew_headroom_pct=39.8
export IMPL_yosysCellCount=994
export IMPL_edf_count=64
export IMPL_route_detailed_drc=0
export IMPL_power_static_leakage_uw=0.00466
export IMPL_rr_worst_depth=4
export IMPL_chipArea_sq_um=22900
export IMPL_die_w_um=151
export IMPL_drtIter0Drc=516
export IMPL_drv_slew=0
export IMPL_hold_viol_final=0
export IMPL_rr_endpoint="data[5]"
export IMPL_finalSetupViolations=0
export IMPL_synth_main_ff_cell="dfxtp_1"
export IMPL_hold_path_startpoint="mem[99]"
export IMPL_viasPerCell=6.04
export IMPL_io_buffers=72
export IMPL_postCtsSetupRepairBufs=0
export IMPL_die_y_um=151
export IMPL_peakVddDrop_uv=76.0
export IMPL_ant_nets=0
export IMPL_clock_skew_final_ns=0.00920
export IMPL_synth_cell_types=41
export IMPL_grt_ovfl_total=0
export IMPL_syn_area_per_cell_sq_um=11.2
export IMPL_crit_chain="clkdlybuf4s50_1 -> buf_4 -> clkinv_1 -> ha_1 -> inv_1 -> o21ai_0 -> a211oi_1 -> or2_2"
export IMPL_status="complete, no violations"
export IMPL_ys_ff=192
export IMPL_min_to="mem[99]"
export IMPL_tns_ns=0
export IMPL_antenna_found_initial=0
-- cell families (layout without fill, tap and decap cells) --
group,Yosys count,in the layout,share of synthesized area (%)
compound gates,128,128,7.97
xor+xnor,12,12,0.941
fa+ha+maj,7,7,0.784
buf+inv,92,128,4.70
flops,192,192,40.1
mux,194,194,28.9
simple gates,369,369,16.6
-- metrics by stage --
stage / setup WS [ns] / util, % / power, uW / std cells
finish: 8.00 / 56.9 / 1200 / 1310
global route: 7.71 / 56.9 / 1250 / 1310
CTS: 8.02 / 56.9 / 1210 / 1310
detailed placement: 7.58 / 54.4 / 748 / 1278
global placement: 7.60 / 54.4 / 747 / 1278
floorplan: 8.66 / - / 698 / 994
-- power breakdown --
part	total, uW	leakage [uW]	internal, uW	switching, uW
clock	467	0.000279	239	228
combinational	144	0.00274	59.0	84.8
sequential	592	0.00164	588	3.94
-- sequential cells by signal (all words and copies together), names as in the netlist --
register  cells
mem         128
data         64
-- Yosys cell counts (11+ instances only) --
cell / number / share of area (%)
nor2b_1: 146 / 8.2
dfxtp_1: 128 / 23
mux2i_1: 94 / 8.4
nand2_1: 93 / 3.1
mux4_2: 79 / 16
nor2_1: 73 / 2.5
edfxtp_1: 64 / 17
a21oi_1: 50 / 2.2
clkbuf_1: 38 / 1.3
nor3_1: 35 / 1.6
a32o_1: 32 / 2.9
mux4_1: 18 / 4.2
buf_2: 17 / 0.76
buf_6: 13 / 1.3
o22ai_1: 11 / 0.62
-- routing by layer --
metal / part of all wire (%) / GRT usage, % / wire [um] / vias up
li1: - / - / - / 3742
met1: 44 / 43.2 / 12600 / 3863
met2: 45 / 39.2 / 12900 / 278
met3: 8.8 / 9.98 / 2510 / 31
met4: 1.9 / 4.25 / 544 / 0
met5: 0 / 0 / 0 / -
-- how the worst max path moves through the flow --
| stage | endpoint | slack (ns) | depth (start not counted) |
|---|---|---|---|
| CTS | data[53] | 8.02 | 8 |
| finish | data[53] | 8.00 | 8 |
| global route | data[53] | 7.71 | 8 |
-- final cells by class --
| cell class | instances | area (sq um) |
|---|---|---|
| fill | 1831 | 9430 |
| timing repair buffer | 90 | 851 |
| clock inverter | 14 | 116 |
| multi-input combinational | 710 | 6190 |
| clock buffer | 18 | 439 |
| inverter | 6 | 22.5 |
| sequential | 192 | 4480 |
| tap | 280 | 350 |
Power is estimated from default activity; no workload was simulated.
