--- flow/config.mk ---
export PLATFORM = sky130hd
export DESIGN_NAME = Instruction_Fetch
export DESIGN_NICKNAME = Instruction_Fetch
export VERILOG_FILES = /design/flow/design.v
export SDC_FILE = /design/flow/constraint.sdc
export NUM_CORES = 4
export LEC_CHECK = 1
export CORE_AREA = 10 10 70 70
export DIE_AREA = 0 0 80 80
export SYNTH_HDL_FRONTEND = slang
--- flow/constraint.sdc ---
current_design Instruction_Fetch

set clk_period 1.0
set clk_io_pct 0.2

create_clock -name clk0 -period $clk_period [get_ports {clk}]

set non_clock_inputs [all_inputs -no_clocks]
set_input_delay [expr $clk_period * $clk_io_pct] -clock clk0 $non_clock_inputs
set_output_delay [expr $clk_period * $clk_io_pct] -clock clk0 [all_outputs]
--- flow/design.v ---
module Adder(
	input [63:0] a,b, 
	output wire [63:0] out
);
	assign out = a + b;
endmodule
module Instruction_Fetch(
	input clk, reset,
	output [31:0] instruction
);
reg [63:0] b;
wire [63:0] out;
wire [63:0] PC_Out;
Program_Counter pc0(
	.PC_In(out),
	.PC_Out(PC_Out),
	.clk(clk),
	.reset(reset)
);
Adder a0(
	.a(PC_Out),
	.b(b),
	.out(out)
);
Instruction_Memory im0(
	.Inst_Address(PC_Out),
	.instruction(instruction)
);
initial
	b = 64'd4;
endmodule
module Instruction_Memory(
	input [63:0] Inst_Address,
	output reg [31:0] instruction
);
reg [7:0] Instructions [15:0];
reg [7:0] i1;
reg [7:0] i2;
reg [7:0] i3;
reg [7:0] i4;
initial
begin
	Instructions[0] = 8'b10000011;
	Instructions[1] = 8'b00110100;
	Instructions[2] = 8'b00000101;
	Instructions[3] = 8'b00001111;
	Instructions[4] = 8'b10110011;
	Instructions[5] = 8'b10000100;
	Instructions[6] = 8'b10011010;
	Instructions[7] = 8'b00000000;
	Instructions[8] = 8'b10010011;
	Instructions[9] = 8'b10000100;
	Instructions[10] = 8'b00010100;
	Instructions[11] = 8'b00000000;
	Instructions[12] = 8'b00100011;
	Instructions[13] = 8'b00111000;
	Instructions[14] = 8'b10010101;
	Instructions[15] = 8'b00001110;
end
always @ (Inst_Address)
begin
	i1 = Instructions[Inst_Address[3:0]];
	i2 = Instructions[(Inst_Address[3:0] + 1)];
	i3 = Instructions[(Inst_Address[3:0] + 2)];
	i4 = Instructions[(Inst_Address[3:0] + 3)];
	instruction = {i4, i3, i2, i1};
end
endmodule
module Program_Counter
(
	input clk, reset,
	input [63:0] PC_In,
	output reg [63:0] PC_Out
);
initial
	PC_Out = 0;
always @ (posedge clk)
begin
	if (reset == 0)
		PC_Out = PC_In;
	else
		PC_Out = 0;
end
endmodule
--- flow/run.sh ---
#!/bin/bash
# OpenROAD 26Q1-2900-gdf79404cd8, Yosys 0.63+post, stock flow scripts
make -C /OpenROAD-flow-scripts/flow DESIGN_CONFIG=/design/flow/config.mk WORK_HOME=/design/flow/orfs finish
==> results.cfg <==
; physical design summary
[floorplanning]
fp-row-count = 21
core_sq_um = 3416
chipHeight_um = 80
die_area_sq_um = 6400
die_w_um = 80
io_pins = 34
fp_util_pct = 11.65

[run_status]
status = complete, but fails checks
violations = negative setup slack

[place]
io_buffers = 19
dp.cells = 106
pre_cts_ws_ps = -439.8
place_congestion = 0.6764
hpwlAfterDp_um = 814

[cts]
htreeDepth = 1
cts_buffers = 3
root_buffer = clkbuf_4
insertion_delay_ps = 240
postCtsHoldBufs = 0
cts_tree = yes
ctsLongestPathBuffers = 2
path_clk_slew_ps = 40
cts_num_sinks = 5

[worst_hold_path]
whs_path_depth = 2
hold_class = reg2reg
min-delay-start = pc0.PC_Out[2]
min_to = pc0.PC_Out[2]

[grt]
use_met2_pct = 4.976
use_met1_pct = 3.194
grt_most_used_layer = met2
grt_first_pass_wirelength_um = 1649
first_global_vias = 369
grtUsageMet3_pct = 1.818
grt_max_degree = 5
track_usage_pct = 3.011
antenna_found_initial = 0
globalRouteOverflowTotal = 0

[sta]
min_period_ps = 1362
rsz0062_at_grt = true
worst_slack_ps = -362.3
setup_viol_count_final = 18
finalHoldViolCount = 0
drv_slew = 0
clock_skew_ps = 1.830
fin_crit_sh_pct = 136.2
setup_tns_ps = -4741
fmax_mhz = 734.0

[pwr]
peakVddDrop_v = 0.0005132
total_power_w = 0.0008569
p_leak_nw = 0.3634
power_density_nw_per_um2 = 1115

[worst_setup_path]
path_cells = inv_4 -> ha_4 -> inv_4 -> buf_6 -> buf_2
critPathKind = reg2out
max_stage_delay_ps = 360
r2r_start = pc0.PC_Out[2]
regToRegEndpoint = im0.i1[4]
startpoint_type = flop
critPathLaunch = pc0.PC_Out[2]
reg2reg_slack_ps = -190
crit_path_end_kind = output pin
cp.required_ps = 800
crit_top_cell = inv_4
crit_arrival_ps = 1160
crit_slowest_cell = dfxtp_4
r2r_cells = 6
cp_max_fo = 4

[job]
warnings = 33
cap_viol_max_count = 0

[final_layout]
mostFrequentLayoutCells = buf_6, conb_1, buf_2
lay_top_count = buf_6
fin_cells = 122
drive_gt1_share_pct = 64.47
syn2layout_area_growth_pct = 93.08
post-route-util_pct = 22.49

[route]
firstDrtPassIters = 3
antenna_cells = 0
wl_um = 1060
wire_per_inst_um = 8.689
ant_nets = 0
vias_per_cell = 2.713
num_vias = 331
drt_iter0_markers = 1
drc = 0

[logic_synthesis]
yosys_area_sq_um = 397.9
top_area_cell = buf_4
syn_area_sq_um = 397.9
ys_types = 8
ys_cells = 47
area_leaders = buf_4, dfxtp_1, ha_1
synth_seq_share_pct = 25.16
syn_area_per_cell_sq_um = 8.466
yosysWarnings = 0
synth.top_cell.area_share_pct = 41.51
syn_inst = 47
numSynthFlops = 5
==> critical path: cells and delay by family, from the launching register on <==
family,cells,cell delay [ps]
flip-flops,1,360
adder cells (fa/ha/maj),1,270
buffers and inverters,4,290
==> repair_timing <==
| action | 4_1_cts | 5_1_grt |
|---|---|---|
| hold endpoints to repair | 0 | 0 |
| setup buffers | 12 | 1 |
| pin swaps | 6 | 1 |
| setup endpoints to repair | 19 | 18 |
| gates resized | 80 | 5 |
==> report_power, final <==
part           switching [W]  internal, W
Sequential         0.0000129     0.000221
Clock              0.0000772     0.000150
Combinational       0.000133     0.000263
==> cells by family after synthesis <==
logic type                 synth area share [%]
and+or+nand+nor                           4.715
adders and majority gates                 18.87
other                                     1.887
DFF                                       25.16
buffers and inverters                     47.17
xor gates and xnor gates                  2.202
==> layout make-up <==
class | instances | area (sq um)
inverter | 6 | 30.03
fill | 373 | 2648
timing repair buffer | 35 | 314.1
sequential | 5 | 107.6
clock buffer | 4 | 26.28
tap | 46 | 57.56
multi-input combinational | 26 | 232.7
==> metal layers <==
layer / part of all wire [%] / routed length, um
met3: 12 / 125
met5: 0 / 0
met4: 0 / 0
met1: 41 / 435
met2: 47 / 498
==> registers in the layout (all words and copies together), names as in the netlist <==
register    cells
im0.i1          3
pc0.PC_Out      2
==> cells in the mapped netlist <==
cell     number
buf_4        22
nor2_1        4
ha_1          6
dfxtp_1       5
nand2_1       1
xor2_1        1
inv_1         6
conb_1        2
==> how the worst max path moves through the flow <==
stage	endpoint	slack (ps)
5_1_grt	instruction[26]	-420
6_report	instruction[26]	-360
4_1_cts	instruction[26]	-370
==> stage by stage <==
| stage | cell area (sq um) | hold WS, ps |
|---|---|---|
| after floorplan | 480.5 | 257.1 |
| after global placement | 574.3 | 524.9 |
| after detailed placement | 574.3 | 533.3 |
| after CTS | 747.0 | 555.4 |
| after global routing | 768.2 | 589.4 |
| final | 768.2 | 568.4 |
